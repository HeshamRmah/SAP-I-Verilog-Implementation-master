`run.sh`:
```
#!/bin/bash
# OpenROAD 26Q1-2900-gdf79404cd8, Yosys 0.63+post, stock flow scripts
make -C /OpenROAD-flow-scripts/flow DESIGN_CONFIG=/design/flow/config.mk WORK_HOME=/design/flow/orfs finish
```
`config.mk`:
```
export PLATFORM = sky130hd
export DESIGN_NAME = alu
export DESIGN_NICKNAME = alu
export VERILOG_FILES = /design/flow/design.v
export SDC_FILE = /design/flow/constraint.sdc
export NUM_CORES = 4
export LEC_CHECK = 1
export CORE_AREA = 10 10 70 70
export DIE_AREA = 0 0 80 80
```
`constraint.sdc`:
```
current_design alu

set clk_period 5.5
set clk_io_pct 0.2

create_clock -name clk0 -period $clk_period

set non_clock_inputs [all_inputs -no_clocks]
set_input_delay [expr $clk_period * $clk_io_pct] -clock clk0 $non_clock_inputs
set_output_delay [expr $clk_period * $clk_io_pct] -clock clk0 [all_outputs]
```
`design.v`:
```
module alu (
			output [7:0]  out_alu_result,
			input  [7:0]  a_accumulator,
			input  [7:0]  b_register,
			input         Su,          
			input         Eu );
	parameter High_Impedance = 8'bzzzz_zzzz;
	parameter Zero_State     = 8'b0000_0000;
   reg [7:0] result ;
   initial begin
		result <= Zero_State;
   end
   assign out_alu_result = (Eu) ? result : High_Impedance;
   always @(*) begin
		result = Su ? (a_accumulator - b_register) : (a_accumulator + b_register);
   end
endmodule
module t_alu ;
wire [7:0] out_alu_result;
reg  [7:0] a_accumulator;
reg  [7:0] b_register;
reg        Su;
reg        Eu;
alu ALU (out_alu_result,a_accumulator,b_register,Su,Eu);
initial begin 
     a_accumulator = 8'd10 ; b_register = 8'd2 ; Su = 1'b0; Eu = 1'b0;
#100 a_accumulator = 8'd10 ; b_register = 8'd5 ; Su = 1'b0; Eu = 1'b0;
#100 a_accumulator = 8'd10 ; b_register = 8'd5 ; Su = 1'b0; Eu = 1'b1;
#100 a_accumulator = 8'd12 ; b_register = 8'd1 ; Su = 1'b0; Eu = 1'b1;
#100 a_accumulator = 8'd12 ; b_register = 8'd2 ; Su = 1'b0; Eu = 1'b0;
#100 a_accumulator = 8'd10 ; b_register = 8'd5 ; Su = 1'b1; Eu = 1'b0;
#100 a_accumulator = 8'd10 ; b_register = 8'd5 ; Su = 1'b1; Eu = 1'b1;
#100 a_accumulator = 8'd10 ; b_register = 8'd2 ; Su = 1'b1; Eu = 1'b1;
#100 a_accumulator = 8'd7  ; b_register = 8'd2 ; Su = 1'b1; Eu = 1'b1;
#100 a_accumulator = 8'd6  ; b_register = 8'd7 ; Su = 1'b1; Eu = 1'b1;
#100 a_accumulator = 8'd8  ; b_register = 8'd8 ; Su = 1'b1; Eu = 1'b1;
end
endmodule
```
==> reports/summary.txt <==
Status - completed
Clock buffer cells - 0
Leakage - 0.0003107 uW
Fmax achieved - 0.2079 GHz
DR pass1 iterations - 2
Hold-critical path depth - 5
Height of the die - 80 um
Crit path arrival time - 3.71 ns
Hold Path Sink - out_alu_result[0]
Cells after Synth - 61
Core ar. - 3416 um2
Pwr Density - 139.5 nW/um2
GPL Wtd Cong - 0.7185
Critical Path End Type - output pin
Post_cts resized - 0
Max Cap Violations - 0
Via density - 3.634
Worst hold start - a_accumulator[0]
Max incr delay on CP - 0.52 ns
Fin. max-slew vios - 0
Most common cell on crit path - clkdlybuf4s50_1
Buf/Inv on CP - 3
Syn Std Cell Area - 466.7 um2
Setup bufs post-CTS - 0
Fill cells - 390
Die outline width - 80 um
Crit Path Category - input pin to output pin
Synth warnings - 2
First-pass GRT wire length - 2214 um
Cells in synth_stat.txt - 61
Share of layout cells above drive strength 1 - 0.05882
Dpl cells - 131
Logic cell area - 429.2 um2
Final hold violations - 0
GR Util All Layers - 0.04092
Worst-Margin Slew - 0.2618 ns
Period utilization - 0.8746
Total congestion overflow - 0
WL final - 1307 um
Antenna viol nets, final - 0
CP required - 4.40 ns
Port Buffers - 25
Relative max-transition margin - 0.8205
Total number of vias - 476
Worst-path cell with the longest stage delay - clkdlybuf4s50_1
Worst Hold Class - input pin to output pin
Delay-heaviest family, CP - buffers and inverters
Vias in the first global route - 512
Row count - 21
Startpoint types - input pin
Seq/Total Area, Yosys - 0
Distinct cells, synth - 23
Maximum VDD drop - 0.05930 mV
CP cell instances - clkdlybuf4s50_1 > inv_1 > ha_1 > mux2i_1 > fa_1 > a21o_1 > a21oi_2 > nor2b_1 > o311ai_2 > clkdlybuf4s50_1
Final min period - 4.810 ns
Max Fanout on Critical Path - 3
Register area - 0 um2
Seq cells - 0
DRC Markers - 0
DPL Wire Length - 1209 um
Critical Path Source - b_register[0]
Average cell area after synthesis - 7.651 um2
Cts hold-fix bufs - 0
First-iteration detailed-routing DRC count - 6
Initial antenna violation count - 0
OpenROAD warning count - 33
Area growth syn-to-layout - 65.15%
Setup_tns - 0 ns
Fp_density - 0.1366
N_diodes - 0
DR WL/cell - 9.977 um
RSZ-0062 raised after global routing - false
Num ports - 26
Finish-stage setup viols - 0
Yosys stat chip area - 466.7 um2
Largest net degree at the start of global routing - 8
Non-Filler Instances - 131
Chip area - 6400 um2
-- synth_stat cells --
master	number	area (um2)
xnor2_1	10	87.58
inv_1	9	33.78
ha_1	8	100.1
nor2_1	5	18.77
a31oi_1	4	25.02
a21oi_1	3	15.01
nor2b_1	3	18.77
nand3b_1	2	15.01
nor3_2	2	20.02
xor2_1	2	17.52
a21o_1	1	7.510
a21oi_2	1	8.760
a221oi_1	1	8.760
and3_1	1	6.260
clkbuf_1	1	3.750
fa_1	1	20.02
mux2i_1	1	10.01
nand2b_1	1	6.260
nor3_1	1	5.000
o2111ai_1	1	8.760
o21a_1	1	7.510
o311ai_2	1	16.27
or2_2	1	6.260
-- logic make-up (layout without fill, tap and decap cells) --
group / Yosys count / count (layout) / synth area share
simple gates: 16 / 16 / 0.2065
mux: 1 / 1 / 0.02145
compound gates: 13 / 13 / 0.2091
fa+ha+maj: 9 / 9 / 0.2574
buf+inv: 10 / 34 / 0.08042
xor+xnor: 12 / 12 / 0.2252
-- final cells by class --
type	count	area share
inverter	9	0.04383
multi-input combinational	51	0.5568
tap	46	0.07468
timing repair buffer	25	0.3247
-- through the flow --
step / util / hold WS [ns] / total power (uW) / setup WS (ns) / instance area (um2)
after global routing: 0.2256 / 3.292 / 121.6 / 0.5127 / 770.7
after CTS: 0.2256 / 3.204 / 111.3 / 0.6522 / 770.7
after global placement: 0.2256 / 3.201 / 109.2 / 0.6645 / 770.7
final: 0.2256 / 3.192 / 107.5 / 0.6900 / 770.7
after floorplan: - / 2.311 / 51.83 / 1.889 / 466.7
after detailed placement: 0.2256 / 3.195 / 109.7 / 0.6560 / 770.7
-- routing by layer --
metal,wire (um),track usage,share of wire,vias to the layer above
li1,-,-,-,260
met1,652,0.05758,0.50,200
met2,538,0.06260,0.41,16
met3,116,0.01364,0.089,0
met4,0,0,0,0
met5,0,0,0,-
-- how the worst max path moves through the flow --
stage / end / slack, ns / cells after the start
CTS: out_alu_result[6] / 0.65 / 10
global route: out_alu_result[6] / 0.51 / 11
finish: out_alu_result[6] / 0.69 / 10
-- cells in the final DEF, fill, tap and decap left out, drive strengths merged --
cell type and n:
a21o 1, a21oi 4, a221oi 1, a31oi 4, and3 1, clkdlybuf4s50 25
fa 1, ha 8, inv 9, mux2i 1, nand2b 1, nand3b 2
nor2 5, nor2b 3, nor3 3, o2111ai 1, o21a 1, o311ai 1
or2 1, xnor2 10, xor2 2
-- power by group --
part	switching, uW	total, uW	internal [uW]	leakage (uW)
combinational	38.6	108	69.0	0.000311
clock	0	0	0	0
sequential	0	0	0	0
total	38.6	108	69.0	0.000311
Power figures rest on the tool's default switching activity, not on a simulated workload.
