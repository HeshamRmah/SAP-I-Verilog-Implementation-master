$ cat ./design.v
module ram (
			output reg [7:0] ram_data,
			input            nCE,
			input      [3:0] address,
			input      [3:0] data );
	parameter High_Impedance = 8'bzzzz_zzzz;
    reg [7:0] ram [0:15];  
    initial begin
        ram[0]  = 8'b0000_1001;  
        ram[1]  = 8'b0001_1010;  
        ram[2]  = 8'b0001_1011;  
        ram[3]  = 8'b0010_1100;  
        ram[4]  = 8'b1110_0000;  
        ram[5]  = 8'b1111_xxxx;  
        ram[6]  = 8'bxxxx_xxxx;  
        ram[7]  = 8'bxxxx_xxxx;  
        ram[8]  = 8'bxxxx_xxxx;  
        ram[9]  = 8'b0001_0000;  
        ram[10] = 8'b0001_0100;  
        ram[11] = 8'b0001_1000;  
        ram[12] = 8'b0010_0000;  
        ram[13] = 8'b0000_0000;  
        ram[14] = 8'b0000_0000;  
        ram[15] = 8'b0000_0000;  
    end
    always @(*) begin
		if(!nCE) ram_data <= ram[address] ;   
		else     ram_data <= High_Impedance ;
    end
endmodule
$ cat ./run.sh
#!/bin/bash
# OpenROAD 26Q1-2900-gdf79404cd8, Yosys 0.63+post, stock flow scripts
make -C /OpenROAD-flow-scripts/flow DESIGN_CONFIG=/design/flow/config.mk WORK_HOME=/design/flow/orfs finish
$ cat ./config.mk
export PLATFORM = sky130hd
export DESIGN_NAME = ram
export DESIGN_NICKNAME = ram
export VERILOG_FILES = /design/flow/design.v
export SDC_FILE = /design/flow/constraint.sdc
export NUM_CORES = 4
export LEC_CHECK = 1
export CORE_AREA = 10 10 70 70
export DIE_AREA = 0 0 80 80
$ cat ./constraint.sdc
current_design ram

set clk_period 1.0
set clk_io_pct 0.2

create_clock -name clk0 -period $clk_period

set non_clock_inputs [all_inputs -no_clocks]
set_input_delay [expr $clk_period * $clk_io_pct] -clock clk0 $non_clock_inputs
set_output_delay [expr $clk_period * $clk_io_pct] -clock clk0 [all_outputs]
==> out/summary.txt <==
MI comb area - 155 µm²
Logic pwr share - 100.0%
failing checks - setup timing
vias per cell - 2.31
Reg power frac - 0%
total track usage - 1.85%
die height - 80 µm
register area share after synthesis - 0%
antenna viol nets, final - 0
Synth cell types - 13
post-layout period usage - 106%
grt total ovfl - 0
I/O Pins - 17
crit start category - input port
YS warnings - 2
run status - complete, but fails checks
Critical Path Start - address[0]
Starting Density - 3.70%
Int Pwr - 0.0885 mW
Seq cells - 0
Worst Setup EP - ram_data[2]
crit path DAT - 0.86 ns
synthesis area per yosys - 126 µm²
Setup CP Type - input port to output pin
Max Freq - 0.947 GHz
crit path DRT - 0.80 ns
min cycle time layout - 1.06 ns
drt initial violations - 12
diode count - 0
min-delay worst type - input port to output pin
total vias in the final route - 192
relative slew slack - 91.9%
final wirelength - 593 µm
first-pass GRT wire length - 952 µm
Fillers - 395
clock group share of total power - 0%
Wirelength per Cell - 7.14 µm
Cell Pwr Density - 323 nW/µm²
critical path peak fanout - 3
fraction of layout cells with a size suffix above 1 - 73.0%
Synth Area per Inst - 6.65 µm²
worst-margin pin slew - 0.119 ns
final worst slack - -0.0556 ns
# setup viols final - 4
HP Start - address[3]
max_cap viols - 0
# DRC - 0
post-synthesis instance total - 19
count of hold-fix buffers inserted at cts - 0
chip area - 6400 µm²
largest net degree at the start of global routing - 8
GP Congestion - 0.652
Log Warnings - 41
Final Util - 12.4%
Syn-to-layout area delta - 235%
Final Hold Viols - 0
Die Width - 80 µm
Final Max Slew Viols - 0
initial antenna violation count - 0
clock buf count - 0
Worst VDD drop - 0.0000461 V
leak pwr - 0.183 nW
std cell rows - 21
DRT Pass-1 Iters - 3
Netlist Area Pre-Place - 126 µm²
Net Sw Frac - 35.2%
Crit. End Element - output pin
unrepaired setup endpoints after global routing - yes
port bufs - 12
switching pwr - 0.0481 mW
Reg area - 0 µm²
Core Area - 3420 µm²
vias in the first global route - 193
ys cells - 19
total chip power - 0.137 mW
==> layout make-up <==
cell class | instances | area share (%)
inverter | 3 | 3.85
multi-input combinational | 14 | 36.7
tap | 46 | 13.6
timing repair buffer | 20 | 45.9
==> cells in the final DEF, fill, tap and decap left out, drive strengths merged <==
cell type	instances
a21oi	1
buf	19
dlygate4sd2	1
ha	3
inv	3
mux2i	1
nand2	1
nor2	3
nor2b	1
nor3	1
nor3b	1
o21ai	1
o2bb2ai	1
==> stage by stage <==
stage | setup slack [ns] | hold slack, ns | instances | TNS (ns) | area [µm²]
after floorplan | 0.152 | 0.413 | 19 | 0 | 126
after global placement | -0.922 | 1.46 | 82 | -6.61 | 344
after detailed placement | -0.927 | 1.45 | 82 | -6.72 | 344
after CTS | -0.0869 | 0.648 | 83 | -0.191 | 423
after global routing | -0.106 | 0.655 | 83 | -0.426 | 423
final | -0.0556 | 0.643 | 83 | -0.136 | 423
==> power groups by stage <==
stage         Clock, mW  Combinational (mW)  Sequential [mW]
CTS                   0               0.139                0
global route          0               0.151                0
finish                0               0.137                0
==> worst min-delay path by stage <==
| stage | endpoint | slack, ns | cells after the start |
|---|---|---|---|
| 4_1_cts | ram_data[0] | 0.65 | 3 |
| 5_1_grt | ram_data[0] | 0.65 | 3 |
| 6_report | ram_data[0] | 0.64 | 3 |
==> layer usage <==
layer	vias to the layer above	GRT usage (%)	routed length, µm
li1	96	-	-
met1	91	2.04	234
met3	0	0.114	13
met2	5	3.85	345
met5	-	0	0
met4	0	0	0
==> logic make-up (layout without fill, tap and decap cells) <==
family | after synthesis | after routing | share of synthesized area [%]
mux | 1 | 1 | 7.92
simple gates | 7 | 7 | 28.7
buf+inv | 5 | 23 | 18.8
compound gates | 3 | 3 | 14.8
fa+ha+maj | 3 | 3 | 29.7
==> what timing repair did <==
| item | 4_1_cts | 5_1_grt |
|---|---|---|
| setup buffers | 1 | 0 |
| resized | 68 | 0 |
| pin swaps | 5 | 1 |
| setup endpoints to repair | 8 | 5 |
==> synth_stat cells <==
cell type | number | area [µm²]
nor2_1 | 3 | 11.3
nand2_1 | 1 | 3.75
nor3b_1 | 1 | 7.51
o2bb2ai_1 | 1 | 8.76
mux2i_1 | 1 | 10.0
a21oi_1 | 1 | 5.00
nor2b_2 | 1 | 8.76
inv_1 | 3 | 11.3
clkbuf_2 | 1 | 5.00
buf_4 | 1 | 7.51
ha_1 | 3 | 37.5
nor3_1 | 1 | 5.00
o21ai_0 | 1 | 5.00
==> critical path, cell delays in order <==
cell and delay (ns):
buf_8 0.10, buf_6 0.12, ha_4 0.15, mux2i_1 0.12
nor2_1 0.05, buf_2 0.11
No activity file was given, so power comes from the tool's default toggle rates.
